## flow/run.sh

```bash
#!/bin/bash
# OpenROAD 26Q1-2900-gdf79404cd8, Yosys 0.63+post, stock flow scripts
make -C /OpenROAD-flow-scripts/flow DESIGN_CONFIG=/design/flow/config.mk WORK_HOME=/design/flow/orfs finish
```

## flow/config.mk

```make
export PLATFORM = sky130hd
export DESIGN_NAME = gates
export DESIGN_NICKNAME = gates
export VERILOG_FILES = /design/flow/design.v
export SDC_FILE = /design/flow/constraint.sdc
export NUM_CORES = 4
export LEC_CHECK = 1
export CORE_AREA = 10 10 70 70
export DIE_AREA = 0 0 80 80
```

## flow/constraint.sdc

```tcl
current_design gates

set clk_period 3.1
set clk_io_pct 0.2

create_clock -name clk0 -period $clk_period [get_ports {clk}]

set non_clock_inputs [all_inputs -no_clocks]
set_input_delay [expr $clk_period * $clk_io_pct] -clock clk0 $non_clock_inputs
set_output_delay [expr $clk_period * $clk_io_pct] -clock clk0 [all_outputs]
```

## flow/design.v

```verilog
package ex_type_pkg ;
  typedef enum logic [2:0] 
  { HLT, SKZ, ADD, 
AND, XOR, LDA, STO, JMP } opcode_e ;
endpackage : ex_type_pkg
module gates #(parameter WIDTH = 32)(clk, entradaJ, entradaK, saidaQ, saidaQN);
input clk;
input [WIDTH-1:0]entradaJ, entradaK;
output logic[WIDTH:0] saidaQ, saidaQN;
always_ff @(posedge clk)
begin
	if ((entradaJ==4'b0000) && (entradaK == 4'b0000))
		begin
			saidaQ <= saidaQ;
			saidaQN <= saidaQN;
		end
	else if
	((entradaJ==4'b0001) && (entradaK == 4'b0000))
		begin
			saidaQ <= 4'b0001;
			saidaQN <= 4'b0000;
		end
	else if
	((entradaJ==4'b0000) && (entradaK == 4'b0001))
		begin
			saidaQ <= 4'b0000;
			saidaQN <= 4'b0001;
		end
	else
		begin
			saidaQ <= saidaQ;
			saidaQN <= saidaQN;
		end
end
endmodule: gates
```

==> results.json <==
{
  "run_status": "finished clean",
  "grt_antenna_before_repair": 0,
  "top_cell_area_share_pct": 67.49,
  "yosys_area_um2": 711.9,
  "htree_levels": 1,
  "cp-endpoint": "saidaQN[0]",
  "yosysTopAreaCell": "buf_4",
  "cts_sinks": 2,
  "area_growth_pct": 69.77,
  "grt_pass1_wl_um": 4002,
  "yosysCellCount": 92,
  "min-delay-start": "entradaJ[0]",
  "setup_viol": 0,
  "startpoint": "entradaJ[15]",
  "p_per_area_nw_per_um2": 149.9,
  "max_freq_ghz": 0.4663,
  "path_clk_slew_ps": 30,
  "cts_inserted_buffers": 3,
  "grt_pass1_vias": 791,
  "io_pins": 131,
  "num_vias": 673,
  "cp_num_cells": 5,
  "period_needed_ps": 2145,
  "edf_count": 2,
  "diodes": 0,
  "synthCells": 92,
  "period_used_pct": 69.18,
  "hold_violations": 0,
  "port_buffers": 66,
  "hold_buffers": 0,
  "antenna_left": 0,
  "die_w_um": 80,
  "warnings": 25,
  "topCellsByArea": "buf_4 67%, nor4_1 13%, edfxtp_1 8.4%",
  "drc": 0,
  "arrival_ps": 2080,
  "max-cap-violations": 0,
  "peakVddDrop_v": 0.00006151,
  "cts_root_buffer": "clkbuf_4",
  "power.leakage_nw": 0.5241,
  "cp_slowest_cell": "clkdlybuf4s50_1",
  "path_delay_family": "simple AND/OR/NAND/NOR gates",
  "critPathBufInv": 1,
  "die_area_um2": 6400,
  "avgSynthCellArea_um2": 7.738,
  "holdWs_ps": 1070,
  "setup_tns_ps": 0,
  "dp_hpwl_um": 2813,
  "rsz0062_at_grt": "false",
  "dr.first_iter.drc_count": 14,
  "crit_fanout": 3,
  "floorplanUtilization_pct": 20.84,
  "routed_wl_um": 2967,
  "top_cells_by_count": "64 x buf_4, 15 x nor4_1, 4 x nand4_1",
  "ys_warn_count": 1,
  "vias_per_cell": 3.267,
  "drt_pre_antenna_iters": 2,
  "row_count": 21,
  "cp-start-kind": "primary input",
  "gp_congestion": 0.8643,
  "cts_tree": "built",
  "cp_data_required_time_ps": 3040,
  "slew_viol_final": 0,
  "synth-seq-area-share_pct": 8.436,
  "synthMostInstantiatedCell": "buf_4",
  "drt-wirelength-per-cell_um": 14.40,
  "synth_area_um2": 711.9,
  "worstHoldPathType": "in -> reg",
  "ctsLongestPathBuffers": 2,
  "fp.coreArea_um2": 3416,
  "ys_types": 11,
  "crit_type": "in -> reg",
  "ys.flops": 2,
  "grt_overflow": 0,
  "dieHeight_um": 80,
  "dominantRegCellSynth": "edfxtp_1",
  "end_kind": "flop",
  "drive_above_1_share_pct": 3.125,
  "cpPeakStageDelay_ps": 400,
  "grt_use_total_pct": 7.765,
  "async_flop_share_pct": 0,
  "crit_chain": "clkdlybuf4s50_1 -> nor4_1 -> nand4_1 -> nor4_2 -> and2_2",
  "cts-resized-gates": 0,
  "grt_max_degree": 4,
  "post-cts-setup-buffer-count": 0
}
[state kept, by name, summed over array words and instances, names as in the netlist]
register / flops
saidaQN: 1
saidaQ: 1
[through the flow]
stage	worst slack (ps)	util, %	instance area, um2	power (mW)	std cells
global placement	719.7	34.73	1186	0.1246	203
finish	955.3	35.38	1209	0.1811	206
detailed placement	712.6	34.73	1186	0.1240	203
floorplan	1304	-	948.4	0.09202	155
global route	822.6	35.38	1209	0.1964	206
CTS	936.8	35.38	1209	0.1884	206
[cell families after synthesis]
family | after synthesis | share of synthesized area [%]
buf+inv | 64 | 67.49
simple gates | 24 | 22.32
flops | 2 | 8.436
xor+xnor | 1 | 1.230
other cells | 1 | 0.5267
[how the worst min path moves through the flow]
| stage | to | slack [ps] | cells past startpoint |
|---|---|---|---|
| finish | saidaQN[0] | 1070 | 2 |
| global route | saidaQN[0] | 1080 | 2 |
| CTS | saidaQN[0] | 1060 | 2 |
[layer usage]
| metal | wire (um) | GRT usage (%) |
|---|---|---|
| met1 | 1072 | 8.600 |
| met2 | 1508 | 13.72 |
| met3 | 347 | 3.068 |
| met4 | 38 | 1.408 |
| met5 | 0 | 0 |
[area by class of cell]
cell class	instances	area [um2]
fill	364	2207
timing repair buffer	66	660.6
multi-input combinational	89	407.9
sequential	2	60.06
clock buffer	3	22.52
tap	46	57.56
[report_power, final]
| part | total (mW) | internal [mW] | switching [mW] |
|---|---|---|---|
| clock | 0.0598 | 0.0429 | 0.0170 |
| sequential | 0.0295 | 0.0295 | 0 |
| combinational | 0.0918 | 0.0729 | 0.0188 |
| total | 0.181 | 0.145 | 0.0358 |
[placed cells by master (no fill, tap or decap), drive strengths merged]
cell	instances
and2	1
and3b	1
clkbuf	3
clkdlybuf4s50	66
conb	64
edfxtp	2
nand3b	1
nand4	4
nor2	1
nor4	16
xor2	1
Power figures rest on the tool's default switching activity, not on a simulated workload.
